==> flow/design.v <==
`timescale 1 ns / 1 ps
module Adder(
	input [31:0] a, b, 
	output [31:0] y
);					   
assign y = a + b;
endmodule
==> flow/run.sh <==
#!/bin/bash
# OpenROAD 26Q1-2900-gdf79404cd8, Yosys 0.63+post, stock flow scripts
make -C /OpenROAD-flow-scripts/flow DESIGN_CONFIG=/design/flow/config.mk WORK_HOME=/design/flow/orfs finish
==> flow/config.mk <==
export PLATFORM = sky130hd
export DESIGN_NAME = Adder
export DESIGN_NICKNAME = Adder
export VERILOG_FILES = /design/flow/design.v
export SDC_FILE = /design/flow/constraint.sdc
export NUM_CORES = 4
export LEC_CHECK = 1
export CORE_AREA = 10 10 107 107
export DIE_AREA = 0 0 117 117
==> flow/constraint.sdc <==
current_design Adder

set clk_period 14.5
set clk_io_pct 0.2

create_clock -name clk0 -period $clk_period

set non_clock_inputs [all_inputs -no_clocks]
set_input_delay [expr $clk_period * $clk_io_pct] -clock clk0 $non_clock_inputs
set_output_delay [expr $clk_period * $clk_io_pct] -clock clk0 [all_outputs]
==> run notes <==
Item: results of the latest flow run.

- According to the cell report, flip-flops and latches in the layout number 0.
- During placement, the flow inserted port buffers numbering 96.
- Broken down by cell family, the worst path's largest delay share belongs to AND-OR/OR-AND gates.
- Of the cells placed in the final design, the portion with a size suffix greater than 1 is 0.0307.
- After synthesis, the cell types taking the most area are sky130_fd_sc_hd__ha_1, sky130_fd_sc_hd__a21oi_1, sky130_fd_sc_hd__a21o_1.
- The die is 117 microns wide.
- The endpoint of the worst hold path is reported as y[0].
- Per STA, the highest per-stage delay on the worst path measures 0.50 ns.
- The number of buffers inserted by hold repair at cts is 0.
- Max-slew check failures listed in the final report amount to 0.
- The footprint of the flip-flops and latches is 0 sq um.
- Post-CTS repair changed the size of 0 cells.
- Note that the worst hold path type here is in -> out.
- The area share of the largest cell type after synthesis is 0.222.
- The diode insertion count for antenna repair is 0.
- The number of global-route vias before repair is 2,105.
- The post-detailed-route DRC marker count is 0.
- The cell type contributing the most total cell area after synthesis is sky130_fd_sc_hd__ha_1.
- STA lists the startpoint of the worst hold path as b[0].
- The count of buffer and inverter cells on the critical path is 2.
- The number of buffers inserted to repair setup after CTS is 0.
- After synthesis, the chip area reported by Yosys is 0.00174 sq mm.
- The residual overflow from global routing is 0.
- The pre-CTS setup check shows a worst slack of 5.69 ns.
- The worst hold path was traced through 3 stages.
- The instance area at placement is 0.00280 sq mm.
- The placed wire-length estimate after detailed placement is 5560 microns.
- For this design the static power due to leakage is 0.00118 uW.
- The number of routed nets with antenna violations is 0.
- At the worst endpoint, the required time is 11.60 ns.
- The share of the Yosys chip area taken by registers is 0.
- The slew at the pin with the worst max-slew slack is 0.558 ns.
- Per the OpenROAD floorplan log, the height of the die is 117 microns.
- The number of vias per cell is 4.85.
- The clock period could shrink to 8.79 ns.
- The final standard cell area without fillers is 0.00280 sq mm.
- The area growth from synthesis to layout is 60.5%.
- The layout has 0 clock buffers.
- The number of placed I/O pins is 96.
- The share of the core area taken by cells at floorplan is 0.190.
- The peak ir drop on the vdd network is 0.0166 mV.
- The violation tally from detailed-route iteration zero is 83.
- The critical path launch point is a[0].
- The type of the setup path with the least slack is in -> out.
- Headroom to the max-slew limit came out at 0.619.
- The startpoint kind of the worst setup timing path is a primary input.
- In the final timing run, aggregate negative setup slack is 0 ns.
- The report lists the number of standard-cell rows as 35.
- In the final report, the number of hold violations comes to 0.
- The report lists the cells along the critical path as clkdlybuf4s50_1 -> ha_1 -> fa_1 -> a21o_1 -> a31o_2 -> nand3_1 -> o221ai_1 -> a311oi_1 -> o21bai_1 -> xor2_1 -> clkdlybuf4s50_1.
- The initial antenna violation count is 1.
- Setup repair after global routing left no endpoint under its margin.
- Of all nets on the critical path, the largest fanout is 4.
- The final cycle utilization of the critical path is 0.607.
- The instance tally after logic synthesis is 241.
- The global routing report lists combined usage of all routing layers as 0.0896.
- In the Yosys stats the netlist draws on 50 distinct library cells.
- The total iterations of the first detailed-routing run is 4.
- Entering global routing, the biggest net connects 11 pins.
- The area of the chip is 0.0137 sq mm.
- STA classifies the critical path endpoint as an output pin.
- The synthesized area per cell is 7.24 sq um.
- The total wire length after detailed routing is 6270 microns.
- The core box area is 0.00920 sq mm.
- The critical path's slowest stage uses the library cell sky130_fd_sc_hd__clkdlybuf4s50_1.
- The cell that appears most often on the critical path is sky130_fd_sc_hd__clkdlybuf4s50_1.
- The worst path meets setup with 5.71 ns of slack.
- The flow ran to the end, and the final reports show no timing, DRC or antenna violations.
- Per the timing report, the achievable frequency comes out to 114 MHz.
- The commonest cells after synthesis are sky130_fd_sc_hd__ha_1, sky130_fd_sc_hd__a21oi_1, sky130_fd_sc_hd__a21o_1, sky130_fd_sc_hd__nand2_1, sky130_fd_sc_hd__xor2_1.
- The end-of-flow timing check tallies setup violations at 0.
- The number of warnings in the stage logs is 32.
- Per the run summary, max-cap violations total 0.
- The areal power density over the cells is 48.2 mW/mm^2.
- The utilization after layout is 0.304.
- The placer's final routability congestion estimate is 0.828.
- The most common cell in the netlist is sky130_fd_sc_hd__ha_1.
- The global-route wire length before repair is 10,200 microns.
- The synth_stat.txt file lists the number of cells as 241.
- The arrival time of the worst setup path is 5.89 ns.
- The netlist area before placement is 0.00174 sq mm.
- The via count is 2,121.
- After detailed routing, the average wire length per cell comes to 14.3 microns.
- The Yosys warning count is 0.
[metal layers]
metal	up-vias	track usage	routed length, microns	share of wire
met3	2	0.0320	660	0.11
li1	1091	-	-	-
met4	2	0	1	0.00016
met2	69	0.151	2860	0.46
met1	957	0.114	2740	0.44
met5	-	0	13	0.0021
[final cells by class]
| class | count | area, sq um |
|---|---|---|
| multi-input combinational | 224 | 1680 |
| inverter | 6 | 22.5 |
| tap | 111 | 139 |
| timing repair buffer | 96 | 961 |
| fill | 974 | 6400 |
[placed cells by master (no fill, tap or decap), drive strengths merged, types with 3 or more instances in the layout]
cell type	n
a21o	19
a21oi	29
o21bai	5
a211oi	3
o21ai	15
nor2	12
or2	3
nor3	4
nand2	18
xor2	15
nand4	8
o211ai	3
a31oi	3
ha	31
xnor2	13
nand3	10
inv	6
clkdlybuf4s50	96
a311oi	3
[kinds of logic after synthesis]
| group | after synthesis | synth area share |
|---|---|---|
| compound gates | 97 | 0.393 |
| simple gates | 65 | 0.183 |
| fa+ha+maj | 32 | 0.234 |
| xor+xnor | 28 | 0.141 |
| buf+inv | 17 | 0.0380 |
| mux | 2 | 0.0115 |
[report_power, final]
| part | switching (uW) | internal [uW] |
|---|---|---|
| clock | 0 | 0 |
| combinational | 54.5 | 80.5 |
| sequential | 0 | 0 |
| total | 54.5 | 80.5 |
[tightest hold or removal path: cells and delay by family]
kind	cells	cell delay, ns
fa+ha+maj	1	0.11
buf+inv	2	0.92
[worst max-delay path by stage]
stage / to / depth (start not counted)
final: y[26] / 11
after global routing: y[18] / 11
after CTS: y[26] / 11
[stage by stage]
step,std cells,hold slack [ns],total power (uW)
2_1_floorplan,241,5.87,64.1
3_3_place_gp,437,6.83,137
3_5_place_dp,437,6.84,136
4_1_cts,437,6.84,137
5_1_grt,437,6.87,151
6_report,437,6.83,135
Power figures rest on the tool's default switching activity, not on a simulated workload.
